--- ./design.v ---
module top (
	input logic [3:0] s,
	input logic reset,
	output logic [2:0] led,
	output logic [6:0] seg
);
ONboard_led_control MOD1 (reset, s, led[2:0]);
seven_segment MOD2 (reset, s, seg[6:0]);
endmodule
module ONboard_led_control (
	input logic reset,
	input logic [3:0] s,
    output logic [2:0] led
);
	logic int_osc;		
    logic [24:0] counter;
    always_comb begin
        case({s[0], s[1]})
            2'b00: led[0] = 0;
            2'b01: led[0] = 1;
            2'b10: led[0] = 1;
            2'b11: led[0] = 0;
            default: led[0] = 0;  
        endcase
        case({s[2], s[3]})
            2'b00: led[1] = 0;
            2'b01: led[1] = 0;
            2'b10: led[1] = 0;
            2'b11: led[1] = 1;
            default: led[1] = 0;  
        endcase
    end
   HSOSC #(.CLKHF_DIV(2'b01)) 
         hf_osc (.CLKHFPU(1'b1), .CLKHFEN(1'b1), .CLKHF(int_osc));
   always_ff @(posedge int_osc) begin
     if(reset == 0)  counter <= 0;
     else            counter <= counter + 1;
   end
   assign led[2] = counter[24];
endmodule
module seven_segment(
	input logic reset,
	input logic [3:0] s,
	output logic  [6:0] seg
);
	always_comb begin
		case(s)
			4'h0: seg = 7'b0000001;
			4'h1: seg = 7'b1100111;
			4'h2: seg = 7'b0010010;
			4'h3: seg = 7'b1000010;
			4'h4: seg = 7'b1100100;
			4'h5: seg = 7'b1001000;
			4'h6: seg = 7'b0001000;
			4'h7: seg = 7'b1100011;
			4'h8: seg = 7'b0000000;
			4'h9: seg = 7'b1100000;
			4'hA: seg = 7'b0100000;
			4'hB: seg = 7'b0001100;
			4'hC: seg = 7'b0011001;
			4'hD: seg = 7'b0000110;
			4'hE: seg = 7'b0011000;
			4'hF: seg = 7'b0111000;
			default: seg = 7'b1111111;
		endcase
	end
endmodule
--- ./run.sh ---
#!/bin/bash
# OpenROAD 26Q1-2900-gdf79404cd8, Yosys 0.63+post, stock flow scripts
make -C /OpenROAD-flow-scripts/flow DESIGN_CONFIG=/design/flow/config.mk WORK_HOME=/design/flow/orfs finish
--- ./config.mk ---
export PLATFORM = sky130hd
export DESIGN_NAME = seven_segment
export DESIGN_NICKNAME = seven_segment
export VERILOG_FILES = /design/flow/design.v
export SDC_FILE = /design/flow/constraint.sdc
export NUM_CORES = 4
export LEC_CHECK = 1
export CORE_AREA = 10 10 70 70
export DIE_AREA = 0 0 80 80
--- ./constraint.sdc ---
current_design seven_segment

set clk_period 1.1
set clk_io_pct 0.2

create_clock -name clk0 -period $clk_period

set non_clock_inputs [all_inputs -no_clocks]
set_input_delay [expr $clk_period * $clk_io_pct] -clock clk0 $non_clock_inputs
set_output_delay [expr $clk_period * $clk_io_pct] -clock clk0 [all_outputs]
==> impl_metrics.toml <==
# yosys + openroad results
[status]
status = "complete, but fails checks"
failed_checks = "setup timing"

[routing]
avgViaCountPerCell = 3.229
wirelength_um = 1013
firstDrtPassIters = 2
drc = 0
wire_per_inst_um = 9.648
vias = 339
antenna_cells = 0
ant_nets = 0
dr.first_iter.drc_count = 13

[logic_synthesis]
topCellsByArea = "ha_1 (28%), mux2i_1 (15%), buf_6 (8.4%)"
yosys.area.top_type = "ha_1"
yosysTopAreaCellShare_pct = 28.04
mux_area_share_pct = 14.95
ys_seq_share_pct = 0
adder_share_pct = 28.04
syn_area_sq_um = 267.8
yosysUniqueCellTypes = 18
common_cells = "ha_1 (6), mux2i_1 (4), nor2_1 (4)"
aoi_share_pct = 28.50
yosys_warnings = 1
syn_avg_cell_area_sq_um = 7.650
top_logic_kind = "AND-OR/OR-AND gates"
synth-simple-area-share_pct = 15.89
netlist_instances = 35
yosysChipArea_sq_um = 267.8
ys_cells = 35
xor_share_pct = 0
most_common_cell = "ha_1"

[grt]
use_met2_pct = 5.538
use_met3_pct = 0.5682
grt.busiest_layer = "met2"
antenna_found_initial = 0
grt.total_usage_pct = 2.817
grt_overflow = 0
use_met1_pct = 3.164
grt_pass1_vias = 359
grt_start_max_net_pins = 10
grt_pass1_wl_um = 1552

[power]
pwr-share-seq_pct = 0
p_sw_share_pct = 41.77
leakage_nw = 0.2671
pwr-share-clk_pct = 0
switchingPower_mw = 0.09486
ir_drop_mv = 0.1175
pwr_density_cell_nw_per_um2 = 357.3
internal-power_mw = 0.1322
p_comb_share_pct = 100.0

[layout]
n_fill_cell = 389
regArea_sq_um = 0
seq_cells = 0
layout.cells.non_filler = 105
drive_gt1_share_pct = 69.49
nClkBuffers = 0
syn2layout_area_growth_pct = 137.4
post-route-util_pct = 18.61

[final_timing]
rsz0062_at_grt = "true"
period_used_pct = 120.4
fin_crit_ns = 1.324
slew_headroom_pct = 85.40
finalHoldViolations = 0
setup_viol = 7
clock.fmax_ghz = 0.7553
slew_viol_final = 0
tightestPinTransition_ns = 0.2174
setup_ws_ns = -0.2239

[floorplan]
fp_util_pct = 7.839
dieHeight_um = 80
die_area_sq_um = 6400
die_w_um = 80
ios = 12
core.rowCount = 21
core_sq_um = 3416

[setup_path]
start_kind = "input port"
critPathRequiredTime_ns = 0.88
slowest_stage = "ha_4"
critPathCaptureType = "primary output"
max_stage_delay_ns = 0.28
arrival_ns = 1.10
worstPathCellList = "buf_8 -> inv_6 -> ha_4 -> mux2i_1 -> nor2_1 -> a211oi_2 -> buf_2"
critical_path.max_fanout = 4
path_class = "in2out"

[min_path]
hold_start = "s[2]"
holdCritPathClass = "in2out"
worstHoldEndpoint = "seg[2]"
holdPathStages = 3

[flow_run]
openroad.warnings = 41
maxCapViolCount = 0

[placed_design]
dp.cells = 100
gp_congestion = 0.7448
portBuffers = 11
dp_hpwl_um = 709.1
-- kinds of logic (layout without fill, tap and decap cells) --
kind of cell | after synthesis | in the layout
compound gates | 11 | 11
simple gates | 9 | 9
fa+ha+maj | 6 | 6
buf+inv | 5 | 29
mux | 4 | 4
-- placed cells by master, fill, tap and decap left out, drive strengths merged --
master   Yosys  final
a211oi       2      2
a21oi        3      3
a22o         1      1
buf          2     26
ha           6      6
inv          3      3
mux2i        4      4
nand2        1      1
nor2         4      4
nor2b        2      2
nor3         1      1
o21ai        2      2
o21bai       1      1
o22ai        1      1
o2bb2ai      1      1
or3          1      1
-- power by group through the flow --
| stage | clock, mW | combinational [mW] | sequential, mW |
|---|---|---|---|
| 5_1_grt | 0 | 0.251 | 0 |
| 4_1_cts | 0 | 0.206 | 0 |
| 6_report | 0 | 0.227 | 0 |
-- layer usage --
| metal | wire length [um] | vias up |
|---|---|---|
| met1 | 442 | 162 |
| met5 | 0 | - |
| met4 | 0 | 0 |
| met3 | 36 | 0 |
| met2 | 534 | 5 |
| li1 | - | 172 |
-- worst max-delay path by stage --
stage	start	endpoint	slack [ns]	cells after the start
after global routing	s[1]	seg[5]	-0.32	7
after CTS	s[1]	seg[5]	-0.24	7
final	s[1]	seg[5]	-0.22	7
-- critical path: cells and delay by family --
kind | cells | cell delay [ns]
AOI/OAI and AO/OA | 1 | 0.13
adders and majority gates | 1 | 0.28
buffers and inverters | 3 | 0.24
muxes | 1 | 0.17
and+or+nand+nor | 1 | 0.07
-- through the flow --
step | hold WS [ns] | instance area (sq um) | setup TNS, ns | setup WS [ns] | power [mW]
2_1_floorplan | 0.5428 | 280.3 | -0.05110 | -0.05110 | 0.08145
3_3_place_gp | 1.577 | 500.5 | -6.956 | -1.078 | 0.1843
3_5_place_dp | 1.568 | 500.5 | -7.029 | -1.105 | 0.1873
4_1_cts | 0.7961 | 588.1 | -1.026 | -0.2419 | 0.2056
5_1_grt | 0.8309 | 635.6 | -1.531 | -0.3246 | 0.2510
6_report | 0.7943 | 635.6 | -1.109 | -0.2239 | 0.2271
-- layout make-up --
type,instances,area [sq um],share of cell area [%]
multi-input cells,30,332.8,52.36
repair buffers,26,224.0,35.24
well taps,46,57.56,9.055
inverters,3,21.27,3.346
-- timing repair --
action | in CTS | in global routing
setup endpoints to repair | 7 | 7
gates resized | 71 | 7
pin swaps | 10 | 8
setup buffers | 2 | 3
hold buffers | 0 | 0
No activity file was given, so power comes from the tool's default toggle rates.
